--- /design/flow/run.sh ---
#!/bin/bash
# OpenROAD 26Q1-2900-gdf79404cd8, Yosys 0.63+post, stock flow scripts
make -C /OpenROAD-flow-scripts/flow DESIGN_CONFIG=/design/flow/config.mk WORK_HOME=/design/flow/orfs finish
--- /design/flow/config.mk ---
export PLATFORM = sky130hd
export DESIGN_NAME = rom_ctrl_mux
export DESIGN_NICKNAME = rom_ctrl_mux
export VERILOG_FILES = /design/flow/design.v
export SDC_FILE = /design/flow/constraint.sdc
export NUM_CORES = 4
export LEC_CHECK = 1
export CORE_AREA = 10 10 83 83
export DIE_AREA = 0 0 93 93
--- /design/flow/constraint.sdc ---
current_design rom_ctrl_mux

set clk_period 1.4
set clk_io_pct 0.2

create_clock -name clk0 -period $clk_period [get_ports {clk_i}]

set non_clock_inputs [all_inputs -no_clocks]
set_input_delay [expr $clk_period * $clk_io_pct] -clock clk0 $non_clock_inputs
set_output_delay [expr $clk_period * $clk_io_pct] -clock clk0 [all_outputs]
--- /design/flow/design.v ---
module rom_ctrl_mux #(
  parameter int AW = 8
) (
  input logic           clk_i,
  input logic           rst_ni,
  input logic           sel_i,
  input logic [AW-1:0]  bus_addr_i,
  input logic           bus_req_i,
  output logic          bus_gnt_o,
  output logic [39:0]   bus_rdata_o,
  output logic          bus_rvalid_o,
  input logic [AW-1:0]  chk_addr_i,
  input logic           chk_req_i,
  output logic [39:0]   chk_rdata_o,
  output logic [AW-1:0] rom_addr_o,
  output logic          rom_req_o,
  input logic [39:0]    rom_scr_rdata_i,
  input logic [39:0]    rom_clr_rdata_i,
  input logic           rom_rvalid_i,
  output logic          alert_o
);
  logic sel_q;
  always_ff @(posedge clk_i or negedge rst_ni) begin
    if (!rst_ni) begin
      sel_q <= 1'b1;
    end else begin
      sel_q  <= sel_q & sel_i;
    end
  end
  assign alert_o = sel_i & ~sel_q;
  assign bus_gnt_o    = ~sel_i;
  assign bus_rdata_o  = rom_clr_rdata_i;
  assign bus_rvalid_o = ~sel_q & rom_rvalid_i;
  assign chk_rdata_o = rom_scr_rdata_i;
  assign rom_addr_o = sel_i ? chk_addr_i : bus_addr_i;
  assign rom_req_o  = sel_i ? chk_req_i  : bus_req_i;
endmodule
==> qor.yml <==
status: "finished clean"
die_w_um: 93
drv_cap: 0
drt_wl_total_um: 1910
grt_usage_pct: 3.56
area_growth_pct: -21.0
hold_path.class: "reg -> reg"
syn_avg_cell_area_um2: 8.30
drt_pre_antenna_iters: 2
swShare_pct: 17.6
die_h_um: 93
fill_cells: 606
skew_ns: 0
regMostFlops: "sel_q"
core_area_mm2: 0.00514
tightest_slew_ns: 0.0870
ant_nets: 0
required_ns: 1.12
num_rows: 26
clkTransAtPathRegs_ns: 0
ys_warn_count: 1
ios: 194
powerDensity_mw_per_mm2: 272
combGateArea_um2: 154
setup_violations: 0
final_cell_area_um2: 623
arrival_ns: 1.12
largest_reg_flops: 1
ys_cells: 95
place_congestion: 0.670
maxSlewViolCount: 0
grt_overflow: 0
n_antenna_cell: 0
path_max_fanout: 1
ys_seq_share_pct: 3.33
openroad.warnings: 29
die-area_mm2: 0.00865
p_comb_share_pct: 82.6
grt_pass1_wl_um: 2380
period_minus_slack_ns: 1.40
power_switching_uw: 29.8
final_layout_size_suffix_gt1_share_pct: 40.8
yosys_area_um2: 788
drtIter0Drc: 9
layout.area.seq_um2: 26.3
max-slew-margin-rel_pct: 94.2
vias_per_cell: 2.92
dp.cells: 118
p_int_uw: 139
finalSetupTns_ns: 0
holdPathStages: 1
top_regs: "sel_q (1)"
min_from: "sel_q"
ys.flops: 1
fp_util_pct: 15.3
clkPwrFrac_pct: 0
cts-hold-fix-buffers: 0
cp-startpoint: "bus_addr_i[4]"
reg2reg_from: "sel_q"
via_count: 348
fin_cells: 119
grt_pass1_vias: 395
drcViolationCount: 0
timing.fmax_mhz: 716
synth_area_um2: 788
grt_max_degree: 7
p_leak_nw: 0.295
crit_type: "in -> out"
crit_path_end_kind: "output pin"
synthDistinctLibCells: 8
hold_viol_final: 0
r2r_cells: 1
pwr-share-seq_pct: 17.4
min_period_over_period_pct: 99.7
wl_per_cell_um: 16.0
grt_antenna_before_repair: 0
worst_ir_drop_vdd_mv: 0.0782
portBuffers: 33
placed_area_um2: 614
postSynthCellCount: 95
startpoint_type: "input port"
insertion_delay_ns: 0
[worst max-delay path: stages]
cell and delay [ns]:
clkdlybuf4s50_1 0.40, mux2_4 0.26, clkdlybuf4s15_1 0.18
[Yosys cell counts (all sizes together)]
| master | n | area share [%] |
|---|---|---|
| nor2b | 2 | 1.6 |
| and2 | 1 | 0.79 |
| buf | 81 | 78 |
| inv | 1 | 0.48 |
| mux2 | 9 | 16 |
| dfstp | 1 | 3.3 |
[cells by family (layout without fill, tap and decap cells)]
group,count (synthesis),in the layout,synth area share [%]
buffers and inverters,82,36,78.1
and+or+nand+nor,3,3,2.38
muxes,9,9,16.2
DFF,1,1,3.33
[power by group through the flow]
stage                 logic, mW  clock network [mW]  registers, mW
final                     0.140                   0         0.0295
after global routing      0.152                   0         0.0295
after CTS                 0.148                   0         0.0295
[per-layer routing]
layer / track usage, % / routed length, µm / vias to the layer above
met2: 3.91 / 678 / 61
met1: 3.51 / 572 / 127
li1: - / - / 122
met4: 4.76 / 246 / 0
met5: 0 / 0 / -
met3: 2.91 / 408 / 38
[stage by stage]
stage	util, %	hold slack, ns	setup slack (ns)	total power, mW
global route	12.1	0.539	-0.0135	0.181
CTS	12.1	0.529	-0.0642	0.178
global placement	12.0	0.514	-0.567	0.185
finish	12.1	0.527	0.00353	0.169
detailed placement	12.0	0.516	-0.567	0.183
floorplan	-	0.132	0.432	0.202
[cell type report]
type	instances	area share, %
inverter	1	0.602
multi-input combinational	12	24.7
sequential	1	4.22
tap	70	14.1
timing repair buffer	35	56.4
[what timing repair did]
item	4_1_cts	5_1_grt
setup buffers	0	0
resized	35	6
setup endpoints to repair	12	5
cloned	1	0
hold endpoints to repair	0	0
[placed cells by master (no fill, tap or decap)]
master           count
and2_1               1
buf_12               1
buf_16               1
buf_2                4
buf_6                1
clkbuf_2             2
clkdlybuf4s15_1      2
clkdlybuf4s50_1     14
dfstp_2              1
dlygate4sd2_1        6
dlymetal6s2s_1       4
inv_1                1
mux2_2               2
mux2_4               7
nor2b_1              1
nor2b_4              1
[final timing paths]
kind / endpoint / slack [ns]
hold reg to reg: sel_q / 0.53
max in group asynchronous: sel_q / 0.78
setup reg to reg: sel_q / 0.67
min in group asynchronous: sel_q / 0.59
setup / recovery: rom_addr_o[4] / 0.004
hold / removal: sel_q / 0.53
No activity file was given, so power comes from the tool's default toggle rates.
